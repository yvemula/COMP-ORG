File: design/flow/constraint.sdc
current_design alu

set clk_period 10.6
set clk_io_pct 0.2

create_clock -name clk0 -period $clk_period

set non_clock_inputs [all_inputs -no_clocks]
set_input_delay [expr $clk_period * $clk_io_pct] -clock clk0 $non_clock_inputs
set_output_delay [expr $clk_period * $clk_io_pct] -clock clk0 [all_outputs]
File: design/flow/config.mk
export PLATFORM = sky130hd
export DESIGN_NAME = alu
export DESIGN_NICKNAME = alu
export VERILOG_FILES = /design/flow/design.v
export SDC_FILE = /design/flow/constraint.sdc
export NUM_CORES = 4
export LEC_CHECK = 1
export CORE_AREA = 10 10 96 96
export DIE_AREA = 0 0 106 106
File: design/flow/design.v
`timescale 1ns / 1ps
module alu(
    input [15:0] a, b,
    input [3:0] alu_control,
    output reg [15:0] result
);
    always @(*) begin
        case (alu_control)
            4'b0001: result = a + b;  
            4'b0010: result = a - b;  
            4'b0011: result = a & b;  
            4'b0100: result = a | b;  
            default: result = 16'b0;
        endcase
    end
endmodule
File: design/flow/run.sh
#!/bin/bash
# OpenROAD 26Q1-2900-gdf79404cd8, Yosys 0.63+post, stock flow scripts
make -C /OpenROAD-flow-scripts/flow DESIGN_CONFIG=/design/flow/config.mk WORK_HOME=/design/flow/orfs finish
==> flow_summary.html <==
<h3>Flow metrics</h3>
<table>
<tr><th>Metric</th><th>Value</th></tr>
<tr><th colspan="2">Die</th></tr>
<tr><td>Number of top-level pins</td><td>52</td></tr>
<tr><td>Floorplan die height</td><td>around 110 um</td></tr>
<tr><td>Width of the die</td><td>106 um</td></tr>
<tr><td>Core Density at Floorplan</td><td>21.1%</td></tr>
<tr><td>Placement Rows</td><td>31</td></tr>
<tr><td>Chip Footprint</td><td>11200 um^2</td></tr>
<tr><td>Core Box Area</td><td>7210 um^2</td></tr>
<tr><th colspan="2">Routing</th></tr>
<tr><td>Initial drt markers</td><td>about 66</td></tr>
<tr><td>Count of antenna-violating nets left after detailed routing</td><td>0</td></tr>
<tr><td>Total Wirelength</td><td>4930 um</td></tr>
<tr><td>Vias/cell</td><td>4.75</td></tr>
<tr><td>Inserted Diodes</td><td>0</td></tr>
<tr><td>Number of detailed-routing iterations run before antenna repair</td><td>4</td></tr>
<tr><td>Vias</td><td>~1700</td></tr>
<tr><td>Wire length per cell</td><td>~13 um</td></tr>
<tr><td>DRC violation count after routing</td><td>0</td></tr>
<tr><th colspan="2">Timing</th></tr>
<tr><td>Number of slew-limit violations in the final report</td><td>0</td></tr>
<tr><td>Post-route fraction of the period consumed by the critical path</td><td>76.4%</td></tr>
<tr><td>Slew of the pin with the lowest slew margin</td><td>between 700 and 800 ps</td></tr>
<tr><td>Maximum clock rate</td><td>123 MHz</td></tr>
<tr><td>Final sum of negative setup slack</td><td>0 ps</td></tr>
<tr><td>Hold Fails Final Rpt</td><td>0</td></tr>
<tr><td>Setup-failing EPs final</td><td>0</td></tr>
<tr><td>Unrepaired setup endpoints after global routing</td><td>no</td></tr>
<tr><td>Clock period minus worst slack</td><td>8100 ps</td></tr>
<tr><td>Rel. slew slack</td><td>50.9%</td></tr>
<tr><th colspan="2">Job</th></tr>
<tr><td>Stage-log warning count</td><td>34</td></tr>
<tr><td>Number of max-cap violations</td><td>0</td></tr>
<tr><th colspan="2">Worst hold path</th></tr>
<tr><td>Path type of the worst min-delay path</td><td>in -&gt; out</td></tr>
<tr><th colspan="2">Cells and area</th></tr>
<tr><td>Core utilization of the finished layout</td><td>29.8%</td></tr>
<tr><td>Syn-to-layout area delta</td><td>41.2%</td></tr>
<tr><td>Clk_buf instances</td><td>0</td></tr>
<tr><td>Final standard cell count with taps included and fillers excluded</td><td>367</td></tr>
<tr><td>Area of all placed cells without fillers</td><td>2150 um^2</td></tr>
<tr><td>Number of sequential cells in the layout</td><td>0</td></tr>
<tr><td>Fraction of layout instances using a drive strength above 1</td><td>2.61%</td></tr>
<tr><td>Sequential cell area</td><td>0 um^2</td></tr>
<tr><td>Filler Cell Count</td><td>801</td></tr>
<tr><th colspan="2">Synthesis</th></tr>
<tr><td>Mapped Area</td><td>approximately 1500 um^2</td></tr>
<tr><td>Number of distinct library cells after synthesis</td><td>40</td></tr>
<tr><td>Cell count after synthesis</td><td>223</td></tr>
<tr><td>Yosys stat cell total</td><td>223</td></tr>
<tr><td>Area share, top type</td><td>14.8%</td></tr>
<tr><td>Top cells by area in the synthesized netlist</td><td>sky130_fd_sc_hd__ha_1 15%, sky130_fd_sc_hd__xnor2_1 12%, sky130_fd_sc_hd__a21o_1 8.4%</td></tr>
<tr><td>Commonest cells in the netlist</td><td>23 x sky130_fd_sc_hd__nor2_1, 22 x sky130_fd_sc_hd__a21oi_1, 21 x sky130_fd_sc_hd__xnor2_1</td></tr>
<tr><td>Average cell area after synthesis</td><td>approximately 7 um^2</td></tr>
<tr><td>Top cell type by total area after synthesis</td><td>sky130_fd_sc_hd__ha_1</td></tr>
<tr><td>Library cell with the highest instance count after synthesis</td><td>sky130_fd_sc_hd__nor2_1</td></tr>
<tr><td>Chip area in the Yosys report</td><td>1520 um^2</td></tr>
<tr><td>YS warnings</td><td>1</td></tr>
<tr><td>Post-synthesis sequential area ratio</td><td>0%</td></tr>
<tr><th colspan="2">Setup path</th></tr>
<tr><td>Critical path peak fanout</td><td>15</td></tr>
<tr><td>Top cell by count, worst path</td><td>sky130_fd_sc_hd__clkdlybuf4s50_1</td></tr>
<tr><td>Cell Chain, Critical Path</td><td>clkdlybuf4s50_1, nor4b_4, mux2_2, fa_1, nand2b_1, a21oi_1, o2111ai_1, a31oi_1, xnor2_1, o221ai_1, clkdlybuf4s50_1</td></tr>
<tr><td>Max incr delay on CP</td><td>730 ps</td></tr>
<tr><td>Crit path DRT</td><td>about 8500 ps</td></tr>
<tr><td>Critical-path cell with the highest stage delay</td><td>sky130_fd_sc_hd__nor4b_4</td></tr>
<tr><td>Category of the worst setup path launch point</td><td>primary input</td></tr>
<tr><td>Arrival @ worst endpoint</td><td>5980 ps</td></tr>
<tr><td>Type of destination of the critical path</td><td>output pin</td></tr>
<tr><td>Buffers and inverters on the worst path</td><td>2</td></tr>
<tr><td>Type of the setup path with the least slack</td><td>in -&gt; out</td></tr>
<tr><td>Top delay family on crit path</td><td>buffers and inverters</td></tr>
<tr><th colspan="2">GRT</th></tr>
<tr><td>Residual overflow from global routing</td><td>0</td></tr>
<tr><td>Initial antenna violation count</td><td>0</td></tr>
<tr><td>Wire length of the first global-routing pass</td><td>around 8400 um</td></tr>
<tr><td>Largest net degree at the start of global routing</td><td>32</td></tr>
<tr><td>Via count of the first global-routing pass</td><td>1767</td></tr>
<tr><td>Total track usage</td><td>approximately 8.6%</td></tr>
<tr><th colspan="2">Pwr</th></tr>
<tr><td>Ratio of total power to cell area</td><td>51.8 nW/um^2</td></tr>
<tr><td>Highest ir drop seen on vdd</td><td>0.0250 mV</td></tr>
<tr><td>Static leakage power</td><td>0.912 nW</td></tr>
<tr><th colspan="2">Placement</th></tr>
<tr><td>Cell Area, Placed</td><td>roughly 2100 um^2</td></tr>
<tr><td>Number of placed instances with taps included</td><td>367</td></tr>
<tr><td>Weighted congestion reported at the end of routability-driven placement</td><td>0.881</td></tr>
<tr><td>Detailed-placement wirelength estimate</td><td>between 4000 and 5000 um</td></tr>
<tr><td>Buffers added on ports</td><td>52</td></tr>
<tr><th colspan="2">Clocking</th></tr>
<tr><td>Count of hold-fix buffers inserted at cts</td><td>0</td></tr>
<tr><td>Resize count post-CTS</td><td>0</td></tr>
<tr><td>Post-CTS Setup Inserts</td><td>0</td></tr>
<tr><th colspan="2">Outcome</th></tr>
<tr><td>Result of the run</td><td>completed</td></tr>
</table>
==> layer usage <==
metal / GRT usage, % / wire length (um)
met1: 12.2 / 2560
met2: 14.2 / 2140
met3: 1.41 / 209
met4: 0.484 / 21
met5: 0 / 0
==> cells by family after synthesis <==
family / synth area share (%)
xor+xnor: 15.5
buf+inv: 6.17
simple gates: 21.4
fa+ha+maj: 16.1
compound gates: 39.4
mux: 1.40
==> per-stage QoR <==
stage / hold WS, ps / setup slack (ps) / total power [W]
6_report: 5290 / 2500 / 0.000111
5_1_grt: 5370 / 2130 / 0.000125
4_1_cts: 5300 / 2450 / 0.000112
3_5_place_dp: 5290 / 2460 / 0.000111
3_3_place_gp: 5290 / 2540 / 0.000112
2_1_floorplan: 4300 / 3960 / 0.0000667
==> path summary, 6_finish.rpt <==
check                     startpoint    endpoint  slack [ps]  depth (start not counted)
worst max-delay path  alu_control[3]  result[14]        2500                         11
worst min-delay path           a[14]  result[14]        5290                          4
==> cells in the final DEF (no fill, tap or decap), drive strengths merged, types with 6 or more instances in the layout <==
cell type and instances:
clkdlybuf4s50 52, nor2 23, a21oi 22, xnor2 21, ha 18, a21o 17
inv 16, nand2 14, o21ai 14, a22oi 9, a31oi 7, xor2 6
==> cell type report <==
| type | instances | area (um^2) | share of cell area, % |
|---|---|---|---|
| well taps | 99 | 124 | 5.77 |
| multi-input cells | 199 | 1440 | 66.9 |
| repair buffers | 53 | 528 | 24.6 |
| inverters | 16 | 60.1 | 2.80 |
==> report_power, final <==
group	internal (W)	switching, W	total, W
Combinational	0.0000571	0.0000543	0.000111
Sequential	0	0	0
Clock	0	0	0
No activity file was given, so power comes from the tool's default toggle rates.
